$ cat ./config.mk
export PLATFORM = sky130hd
export DESIGN_NAME = stopWatch
export DESIGN_NICKNAME = stopWatch
export VERILOG_FILES = /design/flow/design.v
export SDC_FILE = /design/flow/constraint.sdc
export NUM_CORES = 4
export LEC_CHECK = 1
export CORE_UTILIZATION = 30
$ cat ./constraint.sdc
current_design stopWatch

set clk_period 4.1
set clk_io_pct 0.2

create_clock -name clk0 -period $clk_period [get_ports {clk}]

set non_clock_inputs [all_inputs -no_clocks]
set_input_delay [expr $clk_period * $clk_io_pct] -clock clk0 $non_clock_inputs
set_output_delay [expr $clk_period * $clk_io_pct] -clock clk0 [all_outputs]
$ cat ./design.v
module stopWatch(seg,anode,dp,start,stop,countDown,lap,timeSet,reset,clk);
	output [0:6] seg;
	output [3:0] anode;
	output		 dp;
	input		start, stop, countDown, lap, timeSet, reset, clk;
	wire [0:6]  tseg;
	wire [3:0]	tmux,tanode,min,sec_10,sec_1,sec_01,fmin,fsec_10,fsec_1,fsec_01;
	wire        tdp, en, up, flash;
	wire [1:0]  stopflash;
	reg  [0:6]  seg;
	reg  [3:0]  anode,mux,rmin,rsec_10,rsec_1,rsec_01;		
    reg         ten, dp, clr, tflash;
	Enable              enabler(en,up,set,stopflash,countDown,start,stop,timeSet);
    clockDivider        clkdivider(clock,clk,set);
	count0000to9599    	counter(flash,min,sec_10,sec_1,sec_01,clock,clr,ten,up,lap);
	mux                 shootme(tmux,tanode,tdp,rmin,rsec_10,rsec_1,rsec_01,clk);
	sevenseghexdecoder 	decoder(tseg,tmux);
	flash               flasher(fmin,fsec_10,fsec_1,fsec_01,clock,clr,up,timeSet);
	always @ (posedge clk) begin
	if(reset == 1)begin clr = 1; ten = 0; end
	else begin
	if(stopflash) begin
	   tflash = 0;
	   rmin = min;
       rsec_10 = sec_10;
       rsec_1 = sec_1;
       rsec_01 = sec_01;
       clr = 0; ten = en;  
       end  
	else if(flash && ~timeSet)begin
	   rmin = fmin;
	   rsec_10 = fsec_10;
	   rsec_1 = fsec_1;
	   rsec_01 = fsec_01;
	   clr = 1; ten = 0;
	end
	else begin
	   rmin = min;
       rsec_10 = sec_10;
       rsec_1 = sec_1;
       rsec_01 = sec_01;
       ten = en;	
	end
	end
		dp = tdp;
	    anode = tanode;
	    seg = tseg;
	end
endmodule
`timescale 1ns / 1ps
module sevenseghexdecoder(Seg,HexVal);
    output [0:6] Seg;
    input  [3:0] HexVal;
    reg    [0:6] Seg;
    always @(HexVal)  
    begin
    case(HexVal)
            4'h0:  Seg = 7'b000_0001;   
            4'h1:  Seg = 7'b100_1111;   
            4'h2:  Seg = 7'b001_0010;   
            4'h3:  Seg = 7'b000_0110;   
            4'h4:  Seg = 7'b100_1100;   
            4'h5:  Seg = 7'b010_0100;   
            4'h6:  Seg = 7'b010_0000;   
            4'h7:  Seg = 7'b000_1111;   
            4'h8:  Seg = 7'b000_0000;   
            4'h9:  Seg = 7'b000_0100;   
            4'hF:  Seg = 7'b111_1111;   
            default:  Seg = 7'b000_0001;  
     endcase
    end
endmodule
module count0000to9599(flash,min,sec_10,sec_1,sec_01,clk,clr,en,up,lap);
	output reg  [3:0]min, sec_10, sec_1, sec_01;
	output reg       flash;
	input            clk,clr,en,up,lap;
	reg 	[3:0]state_min,state_sec_10,state_sec_1,state_sec_01;
	always @ (posedge clk) begin
		if(clr) begin
			state_min 		= 4'b0000;
			state_sec_10 	= state_min;
			state_sec_1 	= state_min;
			state_sec_01 	= state_min;
		end
		else if(en && up) begin
			if(state_sec_01 < 4'b1001) begin state_sec_01 = state_sec_01 + 1; flash = 0; end
			else if(state_sec_1 < 4'b1001) begin
			state_sec_01 	= 4'b0000;
			state_sec_1 	= state_sec_1 + 1;
			flash = 0;
			end
			else if(state_sec_10 < 4'b0101) begin
			state_sec_01 	= 4'b0000;
			state_sec_1 	= 4'b0000;
			state_sec_10 	= state_sec_10 + 1;
			flash = 0;
			end
			else if(state_min < 4'b1001) begin
			state_sec_01 	= 4'b0000;
			state_sec_1 	= 4'b0000;
			state_sec_10 	= 4'b0000;
			state_min 		= state_min + 1;
			flash = 0;
			end
			else begin
			if(state_min == 4'b1001) flash = 1;
			else flash = 0;
			state_sec_01 	= 4'b0000;
			state_sec_1 	= 4'b0000;
			state_sec_10 	= 4'b0000;
			state_min 		= 4'b0000;
			end
		end
		else if(en == 1) begin
			if(state_sec_01 > 4'b0000) begin state_sec_01 = state_sec_01 - 1; flash = 0; end
			else if(state_sec_1 > 4'b0000) begin
			state_sec_01 	= 4'b1001;
			state_sec_1 	= state_sec_1 - 1;
			flash = 0;
			end
			else if(state_sec_10 > 4'b0000) begin
			state_sec_01 	= 4'b1001;
			state_sec_1 	= 4'b1001;
			state_sec_10 	= state_sec_10 - 1;
			flash = 0;
			end
			else if(state_min > 4'b0000) begin
			state_sec_01 	= 4'b1001;
			state_sec_1 	= 4'b1001;
			state_sec_10 	= 4'b0101;
			state_min 		= state_min - 1;
            flash = 0;
			end
			else begin
			if(state_min == 4'b0000) flash = 1;
            else flash = 0;
			state_sec_01 	= 4'b1001;
			state_sec_1 	= 4'b1001;
			state_sec_10 	= 4'b0101;
			state_min 		= 4'b1001;
			end
		end else state_min = state_min;	
		if(~lap)begin
		  min 			= state_min;
		  sec_10 		= state_sec_10;
		  sec_1 		= state_sec_1;
		  sec_01 		= state_sec_01;
		 end
	end
endmodule
module clockDivider(clock,clk,set);
    output clock;
    input clk,set;
    reg [25:0] count;
    reg clock;
    initial begin
        count = 1'b0;
        clock <= 1'b1;
    end
    always @ (posedge clk) begin
		if(~set)begin
			if(count==26'h989680)begin
				count = 1'b0;
				clock =1'b1;
			end
			else begin
			count = count + 1;
			clock = 1'b0;
			end
		end
		else begin
			if(count==26'h090000)begin
					count = 1'b0;
					clock =1'b1;
			end
			else begin
				count = count + 1;
				clock = 1'b0;
			end
		end
    end
endmodule
`timescale 1ns/1ps
module mux(dmux,anode,dp,min,sec_10,sec_1,sec_01,clk);
    output reg [3:0]dmux, anode;
    output reg      dp;
    input [3:0] min,sec_10,sec_1,sec_01;
    input       clk;
    parameter   ref = 19;
    reg [ref:0] s,ns;
    always @ (posedge clk) begin
        s<=ns;
    end
    always @ (s) begin
        ns = s+1;
     end
    always @ (s,min,sec_10,sec_1,sec_01)
    begin
        case(s[ref:ref-1])
        2'b11:  begin dmux = min; anode = 4'b0111; dp = 0; end
        2'b10:  begin dmux = sec_10; anode = 4'b1011; dp = 1; end
        2'b01:  begin dmux = sec_1; anode = 4'b1101; dp = 0; end
        2'b00:  begin dmux = sec_01; anode = 4'b1110; dp = 1; end
        default: begin dmux = sec_01; anode = 4'b1111; dp = 0; end
        endcase
    end
endmodule
`timescale 1ns/1ps
module Enable(en,up,set,stopflash,countDown,start,stop,timeSet);
    output reg en, up, set, stopflash;
    input countDown,start,stop,timeSet;
    always @(*)begin
    if(start) begin en = 1; stopflash = 1; end
    else if(stop) begin en = 0; up = ~countDown; stopflash = 1;
        if(timeSet)set = 1;
    end
    else if(en) begin en = en; stopflash = 0; end
    else begin en = 0; up = ~countDown; stopflash = 0;end
    end
endmodule
module flash(min,sec_10,sec_1,sec_01,clk,clr,up,timeSet,);
	output reg  [3:0]min, sec_10, sec_1, sec_01;
    input            clk,clr,up,timeSet;
    reg count = 0;
    always @(posedge clk) begin
        if(~timeSet)begin
            if(count) begin
                min = 4'b0000;
                sec_10 = min;
                sec_1 = min;
                sec_01 = min;
                count = ~count;
            end
            else begin
                min = 4'b1111;
                sec_10 = min;
                sec_1 = min;
                sec_01 = min;
                count = ~count;
            end
        end
    end    
endmodule
$ cat ./run.sh
#!/bin/bash
# OpenROAD 26Q1-2900-gdf79404cd8, Yosys 0.63+post, stock flow scripts
make -C /OpenROAD-flow-scripts/flow DESIGN_CONFIG=/design/flow/config.mk WORK_HOME=/design/flow/orfs finish
==> results.sh <==
# source this file to load flow results
export IMPL_rsz0062_at_grt="false"
export IMPL_unclocked_regs=37
export IMPL_grt_pass1_wl_mm=15.8
export IMPL_synth_edff_count=35
export IMPL_worstSetupPathType="flip-flop to flip-flop"
export IMPL_postRouteAntennaNets=0
export IMPL_cts_hold_buf=0
export IMPL_grt_max_degree=36
export IMPL_ctsRootBufferMaster="clkbuf_16"
export IMPL_synth_top_cells_by_count="77 x dfxtp_1, 59 x nand2_1, 35 x edfxtp_1"
export IMPL_powerDensity_nw_per_um2=271
export IMPL_cts_max_level=3
export IMPL_num_rows=48
export IMPL_yosysWarnings=11
export IMPL_syn_to_final_growth_pct=11.7
export IMPL_leakage_nw=2.18
export IMPL_combPwrFrac=0.031
export IMPL_rr_worst_depth=5
export IMPL_slew_headroom=0.455
export IMPL_cts_clk_slew_worst_paths_ns=0.05
export IMPL_cp_end_kind="flip-flop"
export IMPL_dp_cells=736
export IMPL_finalSetupTns_ns=0
export IMPL_routedWlPerCell_um=12.4
export IMPL_tool_warnings=39
export IMPL_synthTopLogicFamily="simple AND/OR/NAND/NOR gates"
export IMPL_grt_pass1_vias=3241
export IMPL_synthAdderAreaFrac=0.0499
export IMPL_clkPwrFrac=0.468
export IMPL_core_um2=17200
export IMPL_cts_tree="built"
export IMPL_routed_wl_mm=9.32
export IMPL_slew_violations=0
export IMPL_insertion_delay_ns=0.32
export IMPL_setup_viol=0
export IMPL_cts_buffer_depth=2
export IMPL_die_x_um=134
export IMPL_synth_distinct_cells=65
export IMPL_clock_skew_ns=0.00376
export IMPL_ys_area_um2=5260
export IMPL_drc=0
export IMPL_track_usage=0.108
export IMPL_port_buffer_count=18
export IMPL_hpwl_mm=6.62
export IMPL_yosysTopAreaCellShare=0.293
export IMPL_chipArea_um2=18100
export IMPL_area_leaders="dfxtp_1 29%, edfxtp_1 20%, ha_1 5.0%, xnor2_1 4.7%, nand2_1 4.2%"
export IMPL_post_cts_resized=0
export IMPL_yosys_cells=518
export IMPL_floorplan_core_util=0.305
export IMPL_final_layout_size_suffix_gt1_frac=0.0569
export IMPL_final_cells=752
export IMPL_antenna_found_initial=0
export IMPL_hold_viol_final=0
export IMPL_ir_drop_mv=0.200
export IMPL_synth_async_reset_ratio=0
export IMPL_worst_slew_pin_slew_ns=0.817
export IMPL_cp_arrival_ns=2.38
export IMPL_cp_max_fo=10
export IMPL_drt_iter0_drc=289
export IMPL_grt_overflow_total=0
export IMPL_synth_area_mux_share=0.0314
export IMPL_period_used=0.533
export IMPL_untimed_endpoints=56
export IMPL_dr_pass1_iters=4
export IMPL_routabilityCongestion=0.892
export IMPL_start_kind="flip-flop"
export IMPL_compound_area_frac=0.0925
export IMPL_synthCells=518
export IMPL_postLayoutCellArea_um2=5880
export IMPL_largest_area_cell="dfxtp_1"
export IMPL_setup_ws_ns=1.92
export IMPL_min_period_ns=2.18
export IMPL_top_cell="dfxtp_1"
export IMPL_max_cap_violations=0
export IMPL_flop_cell="dfxtp_1"
export IMPL_ys_flops=114
export IMPL_p_seq_frac=0.501
export IMPL_synth_cell_area_um2=5260
export IMPL_routed_via_density=4.89
export IMPL_hold_class="flip-flop to flip-flop"
export IMPL_status="completed"
export IMPL_netSwitchingFraction=0.191
export IMPL_power_switching_uw=305
export IMPL_placed_area_um2=5590
export IMPL_fp_dieH_um=134
export IMPL_ios=19
export IMPL_max_freq_mhz=458
export IMPL_cts_setup_buffers=0
export IMPL_cts_buffers=9
export IMPL_internal_power_mw=1.29
export IMPL_vias=3677
export IMPL_avgSynthCellArea_um2=10.2
export IMPL_simple_gate_share=0.206
export IMPL_critPathRequiredTime_ns=4.30
export IMPL_diodes=0
export IMPL_hold_depth=1
export IMPL_place_ws_ns=1.59
export IMPL_power_mw=1.59
export IMPL_yosys_area_share_xor_xnor=0.0699
-- final cells by class --
type                       instances  area [um2]
sequential                       114        2620
inverter                          32         120
tap                              225         282
timing repair buffer              20         195
fill                            1627       11400
multi-input combinational        345        2370
clock buffer                      16         292
-- through the flow --
| step | hold WS (ns) | utilization |
|---|---|---|
| after floorplan | 0.370 | - |
| after global placement | 0.379 | 0.324 |
| after detailed placement | 0.384 | 0.324 |
| after CTS | 0.403 | 0.341 |
| after global routing | 0.426 | 0.341 |
| final | 0.402 | 0.341 |
-- cell usage in the layout (no fill, tap or decap), drive strengths merged, types with 18 or more instances in the layout --
master / instances
clkdlybuf4s50: 18
xnor2: 28
nand3: 21
dfxtp: 77
nor2: 30
nand2: 59
nor3: 23
inv: 32
edfxtp: 35
ha: 21
-- routing by layer --
metal | track usage | share of wire | up-vias
met4 | 0.0162 | 0.0073 | 0
met1 | 0.177 | 0.52 | 1738
met2 | 0.159 | 0.43 | 75
li1 | - | - | 1858
met5 | 0 | 0 | -
met3 | 0.0147 | 0.035 | 6
-- cells by family after synthesis --
group / after synthesis
AOI/OAI and AO/OA: 68
xor gates and xnor gates: 42
adders and majority gates: 21
buffers and inverters: 59
DFF: 112
latches: 2
muxes: 9
and+or+nand+nor: 205
-- registers in the layout (all words and copies together) (netlist names), 4 cells and up --
signal and flops:
anode 4, clkdivider.count 26, counter.state_min 4, counter.state_sec_1 4
rsec_01 4, counter.min 4, seg 7, shootme.s 20
rsec_1 4, rsec_10 4, rmin 4, counter.sec_01 4
counter.sec_10 4, counter.state_sec_10 4, counter.state_sec_01 4, counter.sec_1 4
-- path summary, 6_finish.rpt --
path / startpoint / to / slack (ns)
hold / removal: shootme.s[0] / shootme.s[0] / 0.40
hold reg to reg: shootme.s[0] / shootme.s[0] / 0.40
setup / recovery: shootme.s[18] / seg[4] / 1.92
setup reg to reg: shootme.s[18] / seg[4] / 1.92
-- critical path: stages, from the launching register on --
cell	delay [ns]
dfxtp_1	0.57
mux4_1	0.68
inv_1	0.17
ha_1	0.17
inv_1	0.04
mux4_2	0.43
-- power groups by stage --
stage     combinational, mW  sequential, mW  clock, mW
6_report             0.0498           0.798      0.747
5_1_grt              0.0562           0.799      0.798
4_1_cts              0.0504           0.798      0.770
Power and IR drop assume default switching activity.
